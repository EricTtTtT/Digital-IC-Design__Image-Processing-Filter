`./config.mk`:
```
export PLATFORM = sky130hd
export DESIGN_NAME = IPF
export DESIGN_NICKNAME = IPF
export VERILOG_FILES = /design/flow/design.v
export SDC_FILE = /design/flow/constraint.sdc
export NUM_CORES = 4
export LEC_CHECK = 1
export CORE_UTILIZATION = 40
```
`./constraint.sdc`:
```
current_design IPF

set clk_period 17.5
set clk_io_pct 0.2

create_clock -name clk0 -period $clk_period [get_ports {clk}]

set non_clock_inputs [all_inputs -no_clocks]
set_input_delay [expr $clk_period * $clk_io_pct] -clock clk0 $non_clock_inputs
set_output_delay [expr $clk_period * $clk_io_pct] -clock clk0 [all_outputs]
```
`./run.sh`:
```
#!/bin/bash
# OpenROAD 26Q1-2900-gdf79404cd8, Yosys 0.63+post, stock flow scripts
make -C /OpenROAD-flow-scripts/flow DESIGN_CONFIG=/design/flow/config.mk WORK_HOME=/design/flow/orfs finish
```
`./design.v`:
```
module IPF ( clk, reset, in_en, din, ipf_type, ipf_band_pos, ipf_wo_class, ipf_offset, lcu_x, lcu_y, lcu_size, busy, out_en, dout, dout_addr, finish);
input   clk;
input   reset;
input   in_en;
input   [7:0]  din;
input   [1:0]  ipf_type;
input   [4:0]  ipf_band_pos;
input          ipf_wo_class;
input   [15:0] ipf_offset;
input   [2:0]  lcu_x;
input   [2:0]  lcu_y;
input   [1:0]  lcu_size;
output reg busy;
output reg finish;
output reg out_en;
output reg [7:0] dout;
output reg [13:0] dout_addr;
    parameter LCU_SIZE = 16;     
    parameter logSIZE = 4;
    integer i ;
        reg [7:0] din_buffer, pix, pix_band;
        reg signed [8:0] din_po_add, din_wo_add;
        reg [7:0] dout_po, dout_po_tmp, dout_wo, dout_buffer;
        reg [13:0] dout_addr_buffer;
        reg [logSIZE-1:0] col, col_nxt;
        reg [logSIZE-1:0] row, row_in, row_in_nxt;
        wire [logSIZE:0] col_a1, row_in_a1;
        wire col_begin, col_end, row_begin, row_end;
        reg seq, seq_nxt;
        reg finish_nxt;
        wire end_lcu;
        wire end_img;
        reg [2:0] t_lcu_x, t_lcu_x_nxt;
        reg [2:0] t_lcu_y, t_lcu_y_nxt;
        reg t_ipf_wo_class, t_ipf_wo_class_nxt;
        reg [4:0] t_ipf_band_pos, t_ipf_band_pos_nxt;
        reg [15:0] t_ipf_offset, t_ipf_offset_nxt;
        reg [4:0] low_bound, up_bound;
        reg [3:0] offset_po;
        reg [3:0] offset_wo;
        reg [3:0] a_col, b_col;
        reg [7:0] a_pix, b_pix, c_pix;
        reg [8:0] mid;
        reg signed [8:0] adder_in1;
        reg signed [8:0] adder_0_in2, adder_1_in2, adder_2_in2, adder_3_in2;
        reg [8:0] adder_0_out_tmp, adder_1_out_tmp, adder_2_out_tmp, adder_3_out_tmp;
        reg [7:0] adder_0_out, adder_1_out, adder_2_out, adder_3_out;
        reg [7:0] window0 [0:LCU_SIZE-1];    
        reg [7:0] window1 [0:LCU_SIZE-1];
        reg [7:0] window0_nxt [0:LCU_SIZE-1];
        reg [7:0] window1_nxt [0:LCU_SIZE-1];
        reg [3:0] state, state_nxt, state_case_out;
        parameter IDLE = 0;
        parameter WAIT = 1;
        parameter INIT = 2;
        parameter OFF = 3;
        parameter PO = 4;
        parameter WO_H = 5;
        parameter WO_V = 6;
        parameter DONE = 7;
    always @(*) begin
        case(ipf_type)
            2'd0: state_case_out = OFF;
            2'd1: state_case_out = PO;
            2'd2: state_case_out = ipf_wo_class? WO_V : WO_H;
            default: state_case_out = IDLE;
        endcase
        case(state)
            IDLE: begin
                busy = 0;
                out_en = 0;
                state_nxt = WAIT;
            end
            INIT: begin
                busy = 0;
                out_en = 0;
                if (row_in==4'd0 & col_end) state_nxt = state_case_out;
                else state_nxt = state;
            end
            WAIT: begin
                busy = 0;
                out_en = 0;
                state_nxt = INIT;
            end
            OFF: begin
                busy = 0;
                out_en = 1;
                if (end_img)        state_nxt = DONE;
                else if (end_lcu)   state_nxt = state_case_out;
                else                state_nxt = state;
            end
            PO: begin
                busy = 0;
                out_en = 1;
                if (end_img)        state_nxt = DONE;
                else if (end_lcu)   state_nxt = state_case_out;
                else                state_nxt = state;
            end
            WO_H: begin
                busy = 0;
                out_en = 1;
                if (end_img)        state_nxt = DONE;
                else if (end_lcu)   state_nxt = state_case_out;
                else                state_nxt = state;
            end
            WO_V: begin
                busy = 0;
                out_en = 1;
                if (end_img)        state_nxt = DONE;
                else if (end_lcu)   state_nxt = state_case_out;
                else                state_nxt = state;
            end
            DONE: begin
                busy = 1;
                out_en = 1;
                state_nxt = state;
            end
            default: begin
                busy = 1;
                out_en = 0;
                state_nxt = WAIT;
            end
        endcase
    end
        assign col_a1 = col + 1;
        assign row_in_a1 = row_in + 1;
        assign col_begin = col==4'd0;
        assign col_end = col==4'd15;    
        assign row_begin = row==4'd0;
        assign row_end = row==4'd15;
        assign end_lcu = (row_end & col_end);
        assign end_img = (!in_en & row_end & col_end);
        always @(*) begin
            row = row_in - 1;
        end
    always @(*) begin
        col_nxt = (state==IDLE | state==WAIT)? 0 : col_a1;
        row_in_nxt = (state==IDLE | state==WAIT)? 0 : (col_end)? row_in_a1 : row_in;
        seq_nxt = seq;
        finish_nxt = 0;
        t_lcu_x_nxt = (end_lcu)? lcu_x : t_lcu_x;
        t_lcu_y_nxt = (end_lcu)? lcu_y : t_lcu_y;
        t_ipf_wo_class_nxt = (end_lcu)? ipf_wo_class : t_ipf_wo_class;
        t_ipf_band_pos_nxt = (end_lcu)? ipf_band_pos : t_ipf_band_pos;
        t_ipf_offset_nxt = (end_lcu)? ipf_offset : t_ipf_offset;
        dout_buffer = 0;
        dout_addr_buffer = {t_lcu_y, row, t_lcu_x, col};
        for (i = 0 ; i<LCU_SIZE; i=i+1) begin
            window0_nxt[i]=window0[i];
            window1_nxt[i]=window1[i];
        end
        if (seq==1'b0) begin
            window0_nxt[col] = din_buffer;
            seq_nxt = (col_end)? 1'b1 : seq;
        end
        else if (seq==1'b1) begin
            window1_nxt[col] = din_buffer;
            seq_nxt = (col_end)? 1'b0 : seq;
        end
        case(state)
            OFF: begin
                dout_buffer = (seq==1'b0)? window1[col] : window0[col];
            end
            PO: begin
                dout_buffer = dout_po;
            end
            WO_H: begin
                if (col_begin | col_end) begin
                    dout_buffer = (seq==1'b0)? window1[col] : window0[col];
                end
                else begin
                    dout_buffer = dout_wo;
                end
            end
            WO_V: begin
                if (row_begin | row_end) begin
                    dout_buffer = (seq==1'b0)? window1[col] : window0[col];
                end
                else begin
                    dout_buffer = dout_wo;
                end
            end
            DONE: begin
                finish_nxt = 1;
            end
        endcase
    end
    always @(*) begin
        pix = (seq==1'b0)? window1[col] : window0[col];
        pix_band = pix >> 3;
        low_bound = (t_ipf_band_pos==5'd1)?  5'd0  : t_ipf_band_pos - 1;
        up_bound = (t_ipf_band_pos==5'd31)?  5'd31 : t_ipf_band_pos + 1;
        a_col = col-1;
        b_col = col_a1;
        case ({t_ipf_wo_class, seq})
            2'b00: begin
                a_pix = window1[a_col];
                c_pix = window1[col];
                b_pix = window1[b_col];
            end
            2'b01: begin
                a_pix = window0[a_col];
                c_pix = window0[col];
                b_pix = window0[b_col];
            end
            2'b10: begin
                a_pix = window0[col];
                c_pix = window1[col];
                b_pix = din_buffer;
            end
            2'b11: begin
                a_pix = window1[col];
                c_pix = window0[col];
                b_pix = din_buffer;
            end
        endcase
        adder_0_in2 = {{5{t_ipf_offset[15]}}, t_ipf_offset[15:12]};
        adder_1_in2 = {{5{t_ipf_offset[11]}}, t_ipf_offset[11:8]};
        adder_2_in2 = {{5{t_ipf_offset[7]}}, t_ipf_offset[7:4]};
        adder_3_in2 = {{5{t_ipf_offset[3]}}, t_ipf_offset[3:0]};
        if (state==PO) begin
            adder_in1 = {pix[7], pix};
        end else begin
            adder_in1 = {c_pix[7], c_pix};
        end
        adder_0_out_tmp = adder_in1 + adder_0_in2;
        adder_1_out_tmp = adder_in1 + adder_1_in2;
        adder_2_out_tmp = adder_in1 + adder_2_in2;
        adder_3_out_tmp = adder_in1 + adder_3_in2;
        case ({adder_in1[8], adder_0_out_tmp[8]})
            2'b10: adder_0_out = 8'd255;
            2'b01: adder_0_out = 8'd0;
            default: adder_0_out = adder_0_out_tmp[7:0];
        endcase
        case ({adder_in1[8], adder_1_out_tmp[8]})
            2'b10: adder_1_out = 8'd255;
            2'b01: adder_1_out = 8'd0;
            default: adder_1_out = adder_1_out_tmp[7:0];
        endcase
        case ({adder_in1[8], adder_2_out_tmp[8]})
            2'b10: adder_2_out = 8'd255;
            2'b01: adder_2_out = 8'd0;
            default: adder_2_out = adder_2_out_tmp[7:0];
        endcase
        case ({adder_in1[8], adder_3_out_tmp[8]})
            2'b10: adder_3_out = 8'd255;
            2'b01: adder_3_out = 8'd0;
            default: adder_3_out = adder_3_out_tmp[7:0];
        endcase
        case (pix[4:3])
            2'd0: dout_po_tmp = adder_0_out;
            2'd1: dout_po_tmp = adder_1_out;
            2'd2: dout_po_tmp = adder_2_out;
            2'd3: dout_po_tmp = adder_3_out;
        endcase
        dout_po = (pix_band == low_bound | pix_band == up_bound | pix_band == t_ipf_band_pos)?
                pix
            :   dout_po_tmp;
        mid = (a_pix + b_pix) >> 1;      
        case ({c_pix<a_pix, c_pix==a_pix, c_pix<b_pix, c_pix==b_pix, c_pix<mid[7:0], c_pix==mid[7:0]    })     
            6'b101010:  dout_wo = adder_0_out;      
            6'b000000:  dout_wo = adder_3_out;      
            6'b001010:  dout_wo = adder_1_out;      
            6'b000110:  dout_wo = adder_1_out;      
            6'b011010:  dout_wo = adder_1_out;
            6'b010110:  dout_wo = adder_1_out;
            6'b100010:  dout_wo = adder_1_out;
            6'b010010:  dout_wo = adder_1_out;
            6'b100110:  dout_wo = adder_1_out;
            6'b010110:  dout_wo = adder_1_out;
            6'b001000:  dout_wo = adder_2_out;      
            6'b000100:  dout_wo = adder_2_out;      
            6'b011000:  dout_wo = adder_2_out;
            6'b010100:  dout_wo = adder_2_out;
            6'b100000:  dout_wo = adder_2_out;
            6'b010000:  dout_wo = adder_2_out;
            6'b100100:  dout_wo = adder_2_out;
            6'b010100:  dout_wo = adder_2_out;
            default:    dout_wo = c_pix;
        endcase
    end
    always @(posedge clk or posedge reset) begin
        if (reset) begin
            for (i = 0 ; i<LCU_SIZE; i=i+1) begin
                window0[i]<= 0;
                window1[i]<= 0;
            end
            row_in <= 0;
            col <= 0;
            seq <= 0;
            dout <= 0;
            dout_addr <= 0;
            t_lcu_x <= 0;
            t_lcu_y <= 0;
            t_ipf_wo_class <= 0;
            t_ipf_band_pos <= 0;
            t_ipf_offset <= 0;
            finish <= 0;
            state <= IDLE;
        end
        else begin
            for (i = 0 ; i<LCU_SIZE; i=i+1) begin
                window0[i]<=window0_nxt[i];
                window1[i]<=window1_nxt[i];
            end
            row_in <= row_in_nxt;
            col <= col_nxt;
            seq <= seq_nxt;
            dout <= dout_buffer;
            dout_addr <= dout_addr_buffer;
            din_buffer <= din;
            t_lcu_x <= t_lcu_x_nxt;
            t_lcu_y <= t_lcu_y_nxt;
            t_ipf_wo_class <= t_ipf_wo_class_nxt;
            t_ipf_band_pos <= t_ipf_band_pos_nxt;
            t_ipf_offset <= t_ipf_offset_nxt;
            finish <= finish_nxt;
            state <= state_nxt;
        end
    end
endmodule
```
==> notes.md <==
impl run done, here's what came out: Die Wd around 240 um, Yosys chip area ~0.024 mm2, R2R Path Start col[0], Setup Viol. Count Final 0, P&R area growth vs syn 13.1%, Num CTS Buffers 39, All-Layer GR Usage 0.347, first-pass GRT wire length roughly 150000 um, RSZ-0062 raised after global routing false, Ports 68, routed wire length approximately 100000 um, relative slew slack 0.0993, Worst setup EP type flip-flop, Registers, synthesis around 330, Slowest Stage Delay on Critical Path roughly 0.70 ns, hold path startpoint t_lcu_y[1], Starting Density 0.406, drt initial violations approximately 2600, Via Count approximately 23000, hpwl dp 66700 um, ys async rst share 0.976, antenna violations before repair 3, Setup TNS Final 0 ns, CP Launch Type flip-flop, Clock Skew ~0.018 ns, clk sinks about 330, Post-Synthesis Cells roughly 2500, tool warning count about 42, CP required around 18 ns, fraction of layout cells with a size suffix above 1 0.199, die height approximately 240 um, Reg2Reg Setup Slack between 8 and 9 ns, Max Cap Violations 0, Post-synth EDFFs 8, final instance area ~0.027 mm2, hold crit path type flip-flop to flip-flop, core footprint approximately 0.058 mm2, Crit Path Class flip-flop to flip-flop, Most common reg cell dfrtp_1, Yosys top cell by instances dfrtp_1, Fmax roughly 110 MHz, die area approximately 0.06 mm2, DR vias/cell a little under 7, Seq/Total Area, Yosys 0.355, Critical Path Start col[0], Slowest-stage cell, CP nor3_1, Largest cells by area dfrtp_1 34%, mux2_2 13%, ha_1 4.3%, # DRC 0, Crit path arrival time roughly 9.5 ns, Post-CTS Hold Buffers 0, Reg clk slew, reported paths 0.06 ns, Yosys cell types 105, worst skew pair latency between 0.5 and 0.6 ns, CTS H-Tree Depth 2, status finished clean, postcts setup bufs 0, synthesized cell area around 0.024 mm2, YS warnings 5, router iterations before antenna repair 9, Final min period approximately 9.0 ns, Synth area leader dfrtp_1, number of cells in Yosys stat about 2500, vias in the first global route ~22000, Synth top cells by count 323 x dfrtp_1, 279 x mux2_2, 183 x nand2_1, 135 x a21oi_1, 134 x a22oi_1, average size of a mapped cell 9.47 um2, Tcrit/Tclk final 0.513, gpl congestion 1.01, Fill cells roughly 5400, remaining global-route overflow 0, CTS tree yes, placed cell areas 0.0252 mm2, CP Max Fanout 45, largest net degree at the start of global routing ~110, remaining antenna violation count 0, Least-Margin Pin Slew ~1.3 ns, clock root buffer master clkbuf_16, post-synth top area share 0.343, final slew viol count 0, maximum root-to-sink buffer count 3, drt wl/cell ~30 um, Rows 88, cell mode on critical path buf_4, Port Buf Inserts between 60 and 70, post_cts resized 0, final tally of hold violations 0
## stage by stage
| step | util | worst slack (ns) | instances | hold WS (ns) |
|---|---|---|---|---|
| 3_5_place_dp | 0.436 | 9.07 | 3249 | 0.358 |
| 5_1_grt | 0.459 | 8.22 | 3319 | 0.384 |
| 2_1_floorplan | - | 4.82 | 2485 | 0.350 |
| 4_1_cts | 0.459 | 9.01 | 3319 | 0.372 |
| 6_report | 0.459 | 8.53 | 3323 | 0.369 |
| 3_3_place_gp | 0.436 | 9.11 | 3249 | 0.354 |
## worst max-delay path, delay by kind of cell, from the launching register on
kind	cells	cell delay [ns]
compound gates	14	3.35
xor+xnor	1	0.17
fa+ha+maj	4	1.35
buf+inv	3	1.32
flops	1	0.68
simple gates	7	1.99
## area by class of cell
class                   count  area, um2  area share
inverters                  90        345      0.0130
repair buffers            178       1510      0.0568
clock buffers              56       1150      0.0432
clock inverters            14        208     0.00781
diodes                      4       10.0    0.000376
multi-input cells        1884      14100       0.529
well taps                 765        957      0.0360
flip-flops and latches    332       8350       0.314
## routing by layer
layer,track usage,wire length (um),up-vias
li1,-,-,9673
met1,0.492,40100,11100
met2,0.475,40800,1551
met3,0.135,13600,370
met4,0.159,5790,0
met5,0,0,-
## cell families (layout without fill, tap and decap cells)
group | count (synthesis) | after routing | synth area share
compound gates | 817 | 817 | 0.251
simple gates | 628 | 628 | 0.132
flops | 332 | 332 | 0.355
mux | 317 | 317 | 0.152
buf+inv | 269 | 338 | 0.0495
fa+ha+maj | 88 | 88 | 0.0483
xor+xnor | 34 | 34 | 0.0127
other cells | 0 | 4 | 0
## state kept, by name, summed over array words and instances (netlist names)
name and count:
state 8, dout_addr 14, t_lcu_y 3, row_in 4, t_ipf_offset 16, t_lcu_x 3, window0 128, finish 1
din_buffer 8, col 4, t_ipf_band_pos 5, t_ipf_wo_class 1, window1 128, seq 1, dout 8
## placed cells by master, fill, tap and decap left out, types with 28 or more instances in the layout
master and n:
nand4_1 39, nand2_1 183, dfrtp_1 321, a211oi_1 33, clkbuf_16 39, clkdlybuf4s50_1 65, o21ai_0 121, a221oi_1 68
and3_1 28, mux2i_1 33, buf_4 112, a22oi_1 134, ha_1 77, mux2_2 279, nand3_1 81, nor3_1 42
a222oi_1 34, inv_1 84, a22o_1 58, a21oi_1 134, nor2_1 118
## worst paths after layout
path	depth (start not counted)	endpoint
min in group asynchronous	2	col[0]
max	29	dout[2]
max reg2reg	29	dout[2]
min reg2reg	0	dout_addr[12]
min	0	dout_addr[12]
max in group asynchronous	4	window1[15][7]
